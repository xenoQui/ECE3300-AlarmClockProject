==> ./design.v <==
`timescale 1ns / 1ps
module alarm_match_rgb_led(
    input clk,  
    input rst,
    input led_enable,
    output reg PWM_r,  
    output reg PWM_g,  
    output reg PWM_b  
);
    reg [31:0] count;  
    reg [7:0] pwm_counter_r;  
    parameter PWM_WIDTH = 8;  
    always @(posedge clk or posedge rst) begin
     if (rst) begin
        PWM_r <= 1'b0;
        PWM_g <= 1'b0;
        PWM_b <= 1'b0;
        count <= 0;
        pwm_counter_r <= 8'h00;
    end else begin
    if(led_enable)begin
        PWM_r <= (pwm_counter_r < 8'hFD);  
        if (count == 99999999) begin  
            count <= 0;    
            if (pwm_counter_r < (2 ** PWM_WIDTH - 1)) begin
                pwm_counter_r <= pwm_counter_r + 1;
            end else begin
                pwm_counter_r <= 0;
            end
            PWM_g <= ~PWM_g;
            PWM_b <= ~PWM_b;
        end else begin
            count <= count + 1;  
        end
    end
    else begin   
    PWM_r <= 1'b0;
    PWM_g <= 1'b0;
    PWM_b <= 1'b0;
    end
   end
end
endmodule
==> ./run.sh <==
#!/bin/bash
# OpenROAD 26Q1-2900-gdf79404cd8, Yosys 0.63+post, stock flow scripts
make -C /OpenROAD-flow-scripts/flow DESIGN_CONFIG=/design/flow/config.mk WORK_HOME=/design/flow/orfs finish
==> ./config.mk <==
export PLATFORM = sky130hd
export DESIGN_NAME = alarm_match_rgb_led
export DESIGN_NICKNAME = alarm_match_rgb_led
export VERILOG_FILES = /design/flow/design.v
export SDC_FILE = /design/flow/constraint.sdc
export NUM_CORES = 4
export LEC_CHECK = 1
export CORE_UTILIZATION = 50
==> ./constraint.sdc <==
current_design alarm_match_rgb_led

set clk_period 3.1
set clk_io_pct 0.2

create_clock -name clk0 -period $clk_period [get_ports {clk}]

set non_clock_inputs [all_inputs -no_clocks]
set_input_delay [expr $clk_period * $clk_io_pct] -clock clk0 $non_clock_inputs
set_output_delay [expr $clk_period * $clk_io_pct] -clock clk0 [all_outputs]
==> out/results.tsv <==
stage	metric	value	unit
min_path	Hold Crit Start	count[11]$_DFFE_PP0P_	
cts	CTS H-Tree Depth	2	
sta	final setup fails	0	
sta	Slew headroom	0.486	
worst_setup_path	Crit path depth	6	
floorplanning	die area	4700	sq um
worst_setup_path	r2r endpoint	count[0]$_DFFE_PP0P_	
synth	Avg Inst Size Synth	9.72	sq um
power_and_ir_drop	worst vdd ir	0.000317	V
floorplanning	die width	68.6	microns
min_path	hold crit path type	register to register	
synth	ys async rst share	1.00	
route	post-route DRC violation count	0	
min_path	hold path endpoint	count[11]$_DFFE_PP0P_	
global_route	GRT Util Overall	0.213	
outcome	status	finished clean	
synth	yosys cell count	228	
synth	Yosys cell types	40	
sta	Worst Max-Slew Pin Slew	0.764	ns
cts	clk ins delay skew pair	0.29	ns
floorplanning	IO Pins	6	
floorplanning	Core Area	4120	sq um
finish	ratio of cells with drive above 1 in the final layout	0.108	
sta	skew final	0.00561	ns
route	via/cell ratio	5.58	
worst_setup_path	setup slack, reg-to-reg	0.84	ns
cts	CTS sink cnt	43	
route	via count	1619	
floorplanning	Cell Rows	23	
placed_design	Placed Area	2330	sq um
finish	fin area	2430	sq um
route	Routed WL per cell	14.1	microns
floorplanning	initial core utilization	0.538	
placed_design	Setup WS pre-CTS	0.380	ns
synth	#FFs+latches synth	43	
synth	most numerous cell in the Yosys netlist	dfrtp_1	
worst_setup_path	Register-to-Register Path Depth	5	
synth	commonest cells in the netlist	43 x dfrtp_1, 29 x nand2_1, 25 x nor2_1	
sta	Final Cycle Share	0.774	
worst_setup_path	CP peak stage delay	0.62	ns
cts	Resize count post-CTS	0	
sta	RSZ-0062 raised after global routing	false	
power_and_ir_drop	Static Leak	1.11	nW
worst_setup_path	Critical R2R Launch	count[12]$_DFFE_PP0P_	
placed_design	port buffer count	5	
worst_setup_path	buffers and inverters on the worst path	1	
floorplanning	Die H	68.6	microns
sta	Final Max Slew Viols	0	
synth	yosys warns	1	
flow_run	Log Warnings	26	
worst_setup_path	Critical Path AT	2.63	ns
cts	clock buffer depth	2	
route	first-iteration detailed-routing DRC count	87	
worst_setup_path	CP delay by family, top	simple AND/OR/NAND/NOR gates	
synth	Top cells by area	dfrtp_1 49%, xnor2_1 5.1%, xor2_1 5.1%	
global_route	largest net degree at the start of global routing	29	
cts	Setup Buffers After CTS	0	
route	first drt pass iteration count	4	
synth	most used flip-flop cell	dfrtp_1	
synth	number of enable flip-flop cells	0	
cts	Root Buffer	clkbuf_8	
sta	Hold Vio Cnt, Final	0	
synth	post-synth top area cell	dfrtp_1	
worst_setup_path	CP cell instances	clkdlybuf4s50_1 > and3_1 > nand3_1 > or3_1 > or4b_1 > nand2_1	
synth	Max-area cell share	0.486	
cts	TritonCTS clock tree	done	
sta	minimum clock period	2.40	ns
synth	YS chip area	2220	sq um
finish	Area Growth Syn to Fin	9.71	%
placed_design	hpwl dp	2.92	mm
cts	TritonCTS Buffers	5	
synth	synthesized instance count	228	
route	ANT nets after route	0	
flow_run	Max-Cap Viols	0	
worst_setup_path	Critical Path Start Type	input port	
sta	setup ws final	0.700	ns
route	ant diodes	0	
sta	Peak Freq	417	MHz
worst_setup_path	WS Path Type	input port to register	
global_route	first-pass GRT wire length	7.13	mm
worst_setup_path	Slowest cell on crit path	clkdlybuf4s50_1	
synth	mapped cell area	2220	sq um
sta	TNS Setup	0	ns
global_route	vias in the first global route	1541	
power_and_ir_drop	Power Density	484	nW/um^2
worst_setup_path	WP data required	3.33	ns
min_path	hold path depth	1	
route	final WL	4.08	mm
cts	Hold-fix buffers, CTS	0	
global_route	initial antenna violation count	0	
worst_setup_path	CP endpoint kind	register	
synth	Synth Seq Share	0.486	
cts	CTS clk-pin slew, worst paths	0.08	ns
placed_design	GP Congestion	0.852	
global_route	GRT overflow	0	
worst_setup_path	Crit Path Max Fanout	9	
per-stage QoR:
| step | std cells | util | hold WS (ns) | power, mW |
|---|---|---|---|---|
| detailed placement | 282 | 0.566 | 0.486 | 0.802 |
| global route | 290 | 0.591 | 0.510 | 1.24 |
| floorplan | 228 | - | 0.443 | 0.765 |
| global placement | 282 | 0.566 | 0.479 | 0.792 |
| finish | 290 | 0.591 | 0.490 | 1.18 |
| CTS | 290 | 0.591 | 0.497 | 1.19 |
worst reg2reg max path: cells and delay by family, from the launching register on:
kind          cells  cell delay (ns)
flops             1             0.51
mux               1             0.28
simple gates      4             1.35
cells by family after synthesis:
kind of cell | count (synthesis) | synth area share
and+or+nand+nor | 115 | 0.281
DFF | 43 | 0.486
xor gates and xnor gates | 26 | 0.103
AOI/OAI and AO/OA | 21 | 0.0570
buffers and inverters | 16 | 0.0378
muxes | 4 | 0.0186
adders and majority gates | 3 | 0.0169
where the power goes:
part	internal (mW)	switching, mW	leakage, nW
combinational	0.0644	0.0608	0.485
clock	0.203	0.182	0.0515
sequential	0.609	0.0572	0.571
state kept, by name (all words and copies together) (netlist names):
name	flops
count	32
pwm_counter_r	8
PWM_b	1
PWM_g	1
PWM_r	1
how the worst max path moves through the flow:
stage | start | to | slack, ns
6_report | led_enable | pwm_counter_r[7]$_DFFE_PP0P_ | 0.70
5_1_grt | led_enable | count[17]$_DFFE_PP0P_ | 0.49
4_1_cts | led_enable | pwm_counter_r[7]$_DFFE_PP0P_ | 0.69
area by class of cell:
type / count / area, sq um
Fill cell: 337 / 1680
Sequential cell: 43 / 1080
Multi-Input combinational cell: 169 / 1060
Timing Repair Buffer: 13 / 110
Clock buffer: 8 / 100
Tap cell: 50 / 62.6
Inverter: 7 / 26.3
layout by cell type (no fill, tap or decap), types with 2 or more instances in the layout:
cell type	count
and4_2	2
and3_1	5
nor2b_1	2
and2_1	3
o31ai_1	3
xor2_1	13
nor3_1	7
buf_4	8
inv_1	7
nor4_1	6
clkdlybuf4s50_1	5
nand2_1	29
or3_1	2
nor2_1	25
xnor2_1	13
nand3_2	2
a21oi_1	3
ha_1	3
o21ai_0	10
nand3_1	12
a31oi_1	2
mux2i_1	3
dfrtp_1	43
clkbuf_8	7
nand4_1	10
metal layers:
metal  vias to the layer above  global-route usage  part of all wire
li1                        807                   -                 -
met1                       783               0.332              0.49
met2                        24               0.332              0.46
met3                         5              0.0400             0.041
met4                         0              0.0234             0.013
met5                         -                   0                 0
No activity file was given, so power comes from the tool's default toggle rates.
