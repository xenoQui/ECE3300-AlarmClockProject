**flow/constraint.sdc**
```tcl
current_design load_LR

set clk_period 1.3
set clk_io_pct 0.2

create_clock -name clk0 -period $clk_period [get_ports {load_LR_clk}]

set non_clock_inputs [all_inputs -no_clocks]
set_input_delay [expr $clk_period * $clk_io_pct] -clock clk0 $non_clock_inputs
set_output_delay [expr $clk_period * $clk_io_pct] -clock clk0 [all_outputs]
```
**flow/config.mk**
```make
export PLATFORM = sky130hd
export DESIGN_NAME = load_LR
export DESIGN_NICKNAME = load_LR
export VERILOG_FILES = /design/flow/design.v
export SDC_FILE = /design/flow/constraint.sdc
export NUM_CORES = 4
export LEC_CHECK = 1
export CORE_AREA = 10 10 70 70
export DIE_AREA = 0 0 80 80
```
**flow/design.v**
```verilog
`timescale 1ns / 1ps
module load_LR(
    input load_LR_clk,
    input load_LR_rst,
    input load_LR_en,
    input load_LR_left,
    input load_LR_right,
    output reg [3:0] load_LR_out
    );
    reg [1:0] tmp;
    always@(posedge load_LR_clk)
    begin
        if(load_LR_rst)
            tmp <= 0;
        else if(load_LR_en)
        begin
            if(load_LR_left)
                tmp <= tmp + 1;
            else if(load_LR_right)
                tmp <= tmp - 1;
        end
    end
    always@(tmp)
    begin
        if(load_LR_en)
        begin
            case(tmp)
                2'd0:   load_LR_out = 4'b0001;
                2'd1:   load_LR_out = 4'b0010;
                2'd2:   load_LR_out = 4'b0100;
                2'd3:   load_LR_out = 4'b1000;
                default:    load_LR_out = 4'd0;
            endcase
        end
        else
            load_LR_out <= 0;
    end
endmodule
```
**flow/run.sh**
```bash
#!/bin/bash
# OpenROAD 26Q1-2900-gdf79404cd8, Yosys 0.63+post, stock flow scripts
make -C /OpenROAD-flow-scripts/flow DESIGN_CONFIG=/design/flow/config.mk WORK_HOME=/design/flow/orfs finish
```
==> out/results.txt <==
status = complete, but fails checks
failing checks = setup timing
Gate Area = 182.7 um2
Hold Path Stages = 2
clk buf depth = 2
Yosys Instances = 20
P per Cell Area = 760.9 mW/mm2
Die X = 80 um
Syn. warnings = 1
Largest Register = tmp
number of diodes = 0
Iter 0 DRT Violations = 9
max_cap viols = 0
RSZ-0062 raised after global routing = yes
DR vias = 206
Core Rows = 21
Buf+Inv Stages, Crit Path = 2
WL final = 595 um
nature of the critical path endpoint = output port
setup ws final = -0.01188 ns
area of the core = 0.003416 mm2
Largest register FFs = 2
measured slew at the worst slew-check pin = 0.1937 ns
Final Hold Fails = 0
first-pass GRT wire length = 1007 um
Regs by FF count = tmp: 2 flops
Top delay family on crit path = flip-flops
Yosys cell types = 11
Pre-antenna DRT Iters = 3
CP Cell Sequence = inv_6 -> ha_4 -> and2_4 -> buf_6
share of the clock period used by the worst path = 100.9%
Layout area overhead = 149.6%
Critical Path Stages = 4
hpwl dp = 467.9 um
layout cell share with drive strength beyond 1 = 66.67%
GR met2 Demand/Resource = 2.167%
CTS Sinks = 2
CP arrival = 1.05 ns
initial antenna violation count = 0
Worst Path Max Fanout = 3
CTS tree = built
GR Util All Layers = 2.057%
cts bufs inserted = 3
routability cong. = 0.6543
endpoints failing setup = 2
remaining global-route overflow = 0
synthesized area = 176.4 um2
Yosys reg bits = 2
P_leak = 0.0001621 uW
slew margin rel. = 86.95%
Worst Hold Class = in2reg
vertical die size = 80 um
OpenROAD warnings = 30
Slowest Stage Delay on Critical Path = 0.39 ns
FP Core Util = 5.165%
Buffers on Ports = 8
Slew Limit Fails = 0
Peak Freq = 762.3 MHz
worst slack at placement = -0.3613 ns
clk slew on worst S/H paths = 0.03 ns
antenna viol nets, final = 0
largest net degree at the start of global routing = 6
Filler cells = 401
WP data required = 1.04 ns
# H-tree levels = 1
Max VDD drop = 149.9 uV
Avg Inst Size Synth = 8.821 um2
DR WL/cell = 7.256 um
post-route minimum period = 1.312 ns
Commonest Layout Cell = buf_4
critical path launch point type = flop
vias in the first global route = 207
Ports = 9
met1 Use GR = 2.049%
yosys synthesis chip area = 176.4 um2
cell depth of the worst flop-to-flop path = 4
hold_ws = 0.5997 ns
WS Path Type = reg2out
Syn Inst Count = 20
Worst Skew = 0.003840 ns
chip area = 0.006400 mm2
Top Layout Cells = buf_4, ha_4
post-synthesis sequential area ratio = 22.70%
met3 Use GR = 3.295%
CP max-delay cell = dfxtp_4
register area = 47.55 um2
via density per instance = 2.512
DR DRC count = 0
Root Buffer = clkbuf_4
grt peak-use layer = met3
clock latency on the worst-skew pair = 0.22 ns
[repair_timing]
action	4_1_cts	5_1_grt
resized	33	3
cloned	0	0
endpoints found under the setup margin	5	3
buffers inserted	2	0
hold buffers	0	0
pin swaps	4	3
[worst register-to-register path, stage by stage, from the launching register on]
cell and delay, ns:
dfxtp_4 0.39, inv_6 0.05, ha_4 0.23, o32a_1 0.34, a21oi_1 0.14
[path summary, 6_finish.rpt]
check | start | end | slack [ns]
max | tmp[0] | load_LR_out[2] | -0.01
min | load_LR_rst | tmp[0] | 0.60
max reg2reg | tmp[0] | tmp[1] | 0.07
min reg2reg | tmp[1] | tmp[1] | 0.61
[layout make-up]
class / instances / area share (%)
multi-input combinational: 16 / 41.48
timing repair buffer: 13 / 26.14
tap: 46 / 13.07
sequential: 2 / 10.80
clock buffer: 3 / 5.114
inverter: 2 / 3.409
[routing by layer]
layer | vias up | part of all wire (%)
met3 | 0 | 27
met5 | - | 0
met1 | 96 | 40
met2 | 11 | 32
li1 | 99 | -
met4 | 0 | 0
[synthesized netlist by cell type]
master   count  area share (%)
nand2_1      1             2.1
o32a_1       1             5.7
a21oi_1      1             2.8
and2_2       4              17
ha_1         4              28
a32oi_1      1             5.0
o21ai_0      1             2.8
xnor2_1      1             5.0
inv_1        2             4.3
dfxtp_1      2              23
nor2_1       2             4.3
[power by group]
| part | internal [uW] | switching, uW |
|---|---|---|
| sequential | 69.5 | 16.5 |
| clock | 102 | 33.5 |
| combinational | 74.1 | 39.9 |
| total | 245 | 89.9 |
[stage by stage]
stage	util (%)	TNS [ns]	power [uW]	std cells	area, um2
2_1_floorplan	-	0	106.7	20	176.4
3_3_place_gp	9.853	-1.506	153.1	77	336.6
3_5_place_dp	9.853	-1.626	158.3	77	336.6
4_1_cts	12.45	-0.05332	334.0	82	425.4
5_1_grt	12.89	-0.1279	366.7	82	440.4
6_report	12.89	-0.02233	335.1	82	440.4
[logic make-up after synthesis]
group / after synthesis / share of synthesized area [%]
AOI/OAI and AO/OA: 4 / 16.31
and+or+nand+nor: 7 / 23.40
xor gates and xnor gates: 1 / 4.965
DFF: 2 / 22.70
adders and majority gates: 4 / 28.37
buffers and inverters: 2 / 4.257
Power figures rest on the tool's default switching activity, not on a simulated workload.
