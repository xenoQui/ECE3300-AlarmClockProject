## flow/design.v

```verilog
`timescale 1ns / 1ps
module alarm_rgb_led(
    input clk,  
    input led_enable,
    output reg PWM_r,  
    output reg PWM_g,  
    output reg PWM_b  
);
    reg [31:0] count;  
    reg [7:0] pwm_counter_r;  
    parameter PWM_WIDTH = 8;  
    always @(posedge clk) begin
    if(led_enable)begin
        PWM_r <= (pwm_counter_r < 8'h7F);  
        if (count == 99999999) begin
            count <= 0;    
            if (pwm_counter_r < (2 ** PWM_WIDTH - 1)) begin
                pwm_counter_r <= pwm_counter_r + 1;
            end else begin
                pwm_counter_r <= 0;
            end
            PWM_g <= ~PWM_g;
            PWM_b <= ~PWM_b;
        end else begin
            count <= count + 1;  
        end
    end
    else begin
    PWM_r <= 1'b0;
    PWM_g <= 1'b0;
    PWM_b <= 1'b0;
    end
end
endmodule
```

## flow/run.sh

```bash
#!/bin/bash
# OpenROAD 26Q1-2900-gdf79404cd8, Yosys 0.63+post, stock flow scripts
make -C /OpenROAD-flow-scripts/flow DESIGN_CONFIG=/design/flow/config.mk WORK_HOME=/design/flow/orfs finish
```

## flow/config.mk

```make
export PLATFORM = sky130hd
export DESIGN_NAME = alarm_rgb_led
export DESIGN_NICKNAME = alarm_rgb_led
export VERILOG_FILES = /design/flow/design.v
export SDC_FILE = /design/flow/constraint.sdc
export NUM_CORES = 4
export LEC_CHECK = 1
export CORE_UTILIZATION = 40
```

## flow/constraint.sdc

```tcl
current_design alarm_rgb_led

set clk_period 5.1
set clk_io_pct 0.2

create_clock -name clk0 -period $clk_period [get_ports {clk}]

set non_clock_inputs [all_inputs -no_clocks]
set_input_delay [expr $clk_period * $clk_io_pct] -clock clk0 $non_clock_inputs
set_output_delay [expr $clk_period * $clk_io_pct] -clock clk0 [all_outputs]
```

==> COMMIT_EDITMSG <==
Update PnR metrics after Yosys + OpenROAD run

- Horiz. Die Dim: 77.7 microns
* Area growth syn-to-layout: 8.41%
- Classification of the worst setup path: register to register
- The cell area that synthesis handed to floorplanning was 0.00229 sq mm.
* Number of enable flip-flop cells: 40
- Top cells by area, synth: edfxtp_1 52%, xnor2_1 4.6%, xor2_1 4.6%, nand3_1 4.2%, o31ai_1 2.9%
* Insertion Delay late pin: 300 ps
- The placement summary gives the final routability congestion estimate as 0.809.
- CTS added clock buffers totalling 5.
- Summed over its instances, the top area cell type makes up 52.4% of the synthesized netlist area.
- The synthesized netlist devotes 22.1% of its cell area to simple gates.
* Vias in the first global route: 1510
- For this run the aggregate overflow at the end of global routing stands at 0.
* HPWL Detailed: 2520 microns
- Final count of negative-setup-slack endpoints: 0
* CTS tree: yes
- Worst vdd ir: 0.167 mV
- The worst setup path is captured at a register.
- In this run, the synthesized area fraction spent on xor and xnor cells is recorded as 9.18%.
* OpenROAD warning count: 25
- Looking at the clock tree report, the maximum root-to-sink buffer count equals 2.
- Pin count of the biggest net entering global routing: 37
* Row count: 27
- Height of the die: 77.7 microns
* FP Core Util: 41.6%
- For this run, the detailed router reports a per-instance via density of 5.27.
- The worst pin sits at a relative slew slack of 56.1%.
- Clk root buf: clkbuf_8
* Adder-Cell Fraction of Synth Area: 1.09%
* Total via count after detailed routing: 1496
- Sequential-to-total area share from yosys stat: 55.1%
- Yosys top cell by instances: edfxtp_1
* Clk slew on worst S/H paths: 80 ps
- The cell-mix breakdown from Yosys lists the compound-gate area share as 10.1%.
- By count the netlist is led by 40 x edfxtp_1, 19 x nand3_1, 16 x nor2_1, 14 x nand2_1.
* Final Hold Viols: 0
- In the post-route report, total wirelength is listed as 3900 microns.
- Count of TritonRoute iterations in the first routing pass: 4
* Tmin final: 2700 ps
* Distinct cells, synth: 41
* Bufs and invs on worst path: 0
- H-tree level count: 2
* Number of post-CTS setup repair buffers: 0
- Per STA, the startpoint of the critical path is count[25].
* Post-synth top area cell: edfxtp_1
* Overall Global Routing Usage: 15.0%
* Number of antenna violations at the first check in global routing: 0
* Ratio of cells with drive above 1 in the final layout: 8.02%
* Global-route wire length before repair: 6880 microns
* Run status: complete, no violations
* Max-slew violation count: 0
- In this run the mean area of a mapped cell was 11.2 sq um.
- Chip Area, Yosys: 0.00229 sq mm
- Clock tree skew after final layout: 5.62 ps
- I/O pins: 5
- The transition time recorded at the tightest slew-check pin is 654 ps.
- Data on the critical path is required at its endpoint by 5070 ps.
- Top Family by Delay on Critical Path: simple AND/OR/NAND/NOR gates
- Num Clock Sinks: 43
- DRC violation total after the first TritonRoute iteration: 114
* Number of flip-flops and latches in the synthesized netlist: 43
- Nets still carrying antenna violations after routing amount to 0.
* Share of synthesized registers carrying an async set or reset: 0%
- The DRC violation total left in the routed layout is recorded as 0.
- Setup repair after global routing left no endpoint under its margin.
- Summing internal, switching and leakage power gives 0.667 mW.
- The routed design ends up with an antenna cell count of 0.
* CP max stage delay: 540 ps
- Peak Freq: 0.370 GHz
- Number of instances in the synthesized netlist: 204
- The report puts the hold buffer count at CTS at 0.
- Summed over all cells, the static leakage comes to 0.755 nW.
- Port-buffer cells: 4
- Final worst path period share: 52.9%
- Walking the worst path, the cells encountered are or4b_4 > nor4_4 > and3_2 > and2_1.
- The overall die size recorded for this design is 0.00603 sq mm.
- The synthesis run shows multiplexers occupying 0.437% of the cell area.
- Final routed wire length divided by cell count: 13.7 microns
- Endpoint arrival time on the critical path: 2670 ps
- The number of cells reported by Yosys stat comes to 204.
* Startpoint class of the critical path: register
- In this run the critical register-to-register path is launched from count[25].
* Max Cap Viol: 0
* Resized cells post-CTS: 0
- For reference, the top logic cell family by area is simple AND/OR/NAND/NOR gates.
- Yosys Warn Count: 1
* Placeable core area: 0.00551 sq mm
- In this run the most critical hold path is launched from pwm_counter_r[7].
- For this design, the slowest cell found on the critical path is or4b_4.
* Flip-flop cell with the highest count after synthesis: edfxtp_1
- Total negative slack for setup checks: 0 ps
- Tightest Hold Check Type: register to register
- The critical path maximum fanout is 12.
- The report lists the power per cell area as 269 mW/mm^2.
path summary, 6_finish.rpt:
check | slack [ps] | cells after the start | end
min reg2reg | 490 | 1 | PWM_r
min | 490 | 1 | PWM_r
max reg2reg | 2400 | 4 | pwm_counter_r[1]
max | 2400 | 4 | pwm_counter_r[1]
metrics by stage:
step,hold WS [ps],area (sq um),setup WS [ps],utilization (%),std cells
after global placement,477,2400,2420,43.6,276
final,486,2480,2400,45.1,284
after global routing,517,2480,2240,45.1,284
after CTS,489,2480,2390,45.1,284
after floorplan,454,2290,3010,-,204
after detailed placement,476,2400,2410,43.6,276
routing by layer:
| layer | vias up | wire (microns) | GRT usage (%) |
|---|---|---|---|
| li1 | 782 | - | - |
| met1 | 685 | 2100 | 26.2 |
| met2 | 21 | 1590 | 21.1 |
| met3 | 8 | 123 | 2.75 |
| met4 | 0 | 85 | 2.64 |
| met5 | - | 0 | 0 |
worst register-to-register path: cells and delay by family, from the launching register on:
kind | cells | cell delay, ps
flip-flops | 1 | 490
AND/OR/NAND/NOR | 4 | 1880
power by group:
| part | leakage, nW | internal [mW] | switching (mW) |
|---|---|---|---|
| Sequential | 0.388 | 0.405 | 0.0173 |
| Clock | 0.0477 | 0.0937 | 0.115 |
| Combinational | 0.319 | 0.0155 | 0.0207 |
cells by family after synthesis:
logic type	count (synthesis)
adder cells (fa/ha/maj)	2
XOR/XNOR	24
multiplexers	1
flip-flops	43
AND/OR/NAND/NOR	90
AND-OR/OR-AND	35
buffers and inverters	9
final cells by class:
class	instances	area (sq um)
Timing Repair Buffer	6	55.1
Inverter	3	11.3
Tap cell	72	90.1
Multi-Input combinational cell	152	982
Sequential cell	43	1260
Clock inverter	3	15.0
Fill cell	497	3020
Clock buffer	5	68.8
state kept, by name (all words and copies together) (netlist names):
signal	count
count	32
pwm_counter_r	8
PWM_b	1
PWM_g	1
PWM_r	1
cells in the final DEF (no fill, tap or decap), types with 2 or more instances in the layout:
cell type | synthesis | layout
nor2_1 | 16 | 16
clkbuf_8 | 0 | 5
and2_1 | 6 | 6
nand3_1 | 19 | 19
xor2_1 | 12 | 12
or3_1 | 2 | 2
o21ai_1 | 4 | 4
o31ai_1 | 9 | 9
ha_1 | 2 | 2
nor3_2 | 2 | 2
and3_1 | 3 | 3
dfxtp_1 | 3 | 3
clkdlybuf4s50_1 | 0 | 4
o21ai_0 | 9 | 9
nor4_1 | 3 | 3
a21oi_1 | 3 | 3
buf_4 | 1 | 2
xnor2_1 | 12 | 12
nand4_1 | 8 | 8
nor2b_1 | 3 | 3
clkinv_2 | 0 | 3
inv_1 | 3 | 3
nand2_1 | 14 | 14
edfxtp_1 | 40 | 40
a32oi_1 | 5 | 5
nor3_1 | 3 | 3
nand2b_1 | 3 | 3
Power is estimated from default activity; no workload was simulated.
